## /design/flow/config.mk

```make
export PLATFORM = sky130hd
export DESIGN_NAME = forwarding_unit
export DESIGN_NICKNAME = forwarding_unit
export VERILOG_FILES = /design/flow/design.v
export SDC_FILE = /design/flow/constraint.sdc
export NUM_CORES = 4
export LEC_CHECK = 1
export CORE_AREA = 10 10 70 70
export DIE_AREA = 0 0 80 80
```

## /design/flow/constraint.sdc

```tcl
current_design forwarding_unit

set clk_period 1.0
set clk_io_pct 0.2

create_clock -name clk0 -period $clk_period

set non_clock_inputs [all_inputs -no_clocks]
set_input_delay [expr $clk_period * $clk_io_pct] -clock clk0 $non_clock_inputs
set_output_delay [expr $clk_period * $clk_io_pct] -clock clk0 [all_outputs]
```

## /design/flow/design.v

```verilog
module forwarding_unit(
    input RegWrite_EXMEM,
    input RegWrite_MEMWB,
    input [2:0] RegisterRd_EXMEM,
    input [2:0] RegisterRd_MEMWB,
    input [2:0] RegisterRs_IDEX,
    input [2:0] RegisterRt_IDEX,
    input I_format_IDEX,
    input R_format_IDEX,
    input MemWrite_EXMEM,
    input MemWrite_MEMWB,
    output [1:0] forwardA,
    output [1:0] forwardB
);
    wire forwardA_EXEX, forwardB_EXEX;
    wire forwardA_MEMEX, forwardB_MEMEX;
    assign forwardA_EXEX = (RegWrite_EXMEM 
                            & (RegisterRd_EXMEM == RegisterRs_IDEX)) ? 1'b1 : 1'b0;
    assign forwardB_EXEX = (RegWrite_EXMEM & ~I_format_IDEX  
                            & (RegisterRd_EXMEM == RegisterRt_IDEX)) ? 1'b1 : 1'b0;
    assign forwardA =   (forwardA_EXEX   )  ?  2'b10 :
                        (forwardA_MEMEX  ) ?  2'b01 :
                                                               2'b00;
    assign forwardA_MEMEX =   (RegWrite_MEMWB
                            & (~(RegWrite_EXMEM & (RegisterRd_EXMEM != 0)
                                & (RegisterRd_EXMEM == RegisterRs_IDEX)))
                            & (RegisterRd_MEMWB == RegisterRs_IDEX)) ? 1'b1 : 1'b0;
    assign forwardB_MEMEX =   (RegWrite_MEMWB & ~I_format_IDEX
                            & (~(RegWrite_EXMEM & (RegisterRd_EXMEM != 0)
                                & (RegisterRd_EXMEM == RegisterRt_IDEX)))
                            & (RegisterRd_MEMWB == RegisterRt_IDEX)) ? 1'b1 : 1'b0;                 
    assign forwardB =   (forwardB_EXEX ) ?  2'b10 :
                        (forwardB_MEMEX) ?  2'b01 :
                                            2'b00;
endmodule
```

## /design/flow/run.sh

```bash
#!/bin/bash
# OpenROAD 26Q1-2900-gdf79404cd8, Yosys 0.63+post, stock flow scripts
make -C /OpenROAD-flow-scripts/flow DESIGN_CONFIG=/design/flow/config.mk WORK_HOME=/design/flow/orfs finish
```

==> run summary <==
Update from the flow run.

The routed wire length is 884 um. Recorded from the global router log, the overflow total was 0. After synthesis, the design contains 21 cells according to Yosys. Setup repair after global routing could not meet its margin everywhere. The die extent in x is 80 um. The number of distinct library cells after synthesis is 8. The DRC marker count from the first detailed-route iteration is 2.

For this design, the CTS-stage hold fixing added 0 buffers. For the finished layout, the period the worst path requires is 1090 ps. The post-detailed-route wirelength per cell is 10.4 um. The number of antenna violations at the first check in global routing was 0.

The startpoint of the tightest hold check path is RegisterRs_IDEX[2]. The most common library cell in the layout ignoring fill and taps is sky130_fd_sc_hd__xnor2_2. The share of the core filled with cells in the final layout is 0.143.

In this run the worst setup path begins at RegisterRd_MEMWB[0]. The post-route non-filler standard cell count is 85. The cell at the slowest stage of the critical path is sky130_fd_sc_hd__and4_1. According to the floorplan report, the die height is 80 um. The core region is 3420 um^2.

Dividing the final minimum period by the clock period gives 1.09. The worst voltage drop across the vdd grid is 0.0633 mV. The area of all sequential standard cells is 0 um^2. The setup slack after layout is -85.6 ps. The global-route wire length before repair is 1260 um. Static timing analysis puts the maximum clock frequency at 921 MHz. 0 antenna diodes ended up in the layout.

According to the report, the first pass of detailed routing completed in 2 iterations. On the critical path the data arrives at 890 ps. According to the hold report, the worst path is of the input port to primary output type.

The most common logic cells in the final layout are 8 x sky130_fd_sc_hd__xnor2_2, 6 x sky130_fd_sc_hd__buf_6, 5 x sky130_fd_sc_hd__buf_8, 5 x sky130_fd_sc_hd__buf_2, 3 x sky130_fd_sc_hd__xnor2_1. At the pin with the least slew margin, the transition time is 137 ps. For reference, the critical path cell chain is buf_8 -> xor2_2 -> nor3b_2 -> and4_1 -> buf_2. The maximum number of pins on one net before global-route repair is 3.

The critical path class is input port to primary output. The worst slack on hold paths is 768 ps. The detailed router reports a met3 wire length of 94 um. Along the critical path, the tally of buffer and inverter instances is 2.

After detailed routing, the met2 layer carries 416 um of wire. Buffers placed on the I/O ports in this run total 19. The synthesized netlist occupies a cell area of 168 um^2.

Nets still carrying antenna violations after routing amount to 0. For this run, the number of Yosys warnings is 0. The area of the die is 6400 um^2. Per the run report, area growth between synthesis and finish was 191%. The DRC violation count after routing is 0.

The number of failing setup endpoints in the final timing report is 3. The total I/O pin count is 22. Per the summary, power density relative to cell area is 379 nW/um^2.

The post-synth area from yosys stat is 168 um^2. The total leakage power is 0.207 nW. Of the synthesized area, sequential elements account for 0. Max-cap violations in this run came to 0. The design draws 185 uW. The final hold violation count is 0. Setup slack on the worst path after placement came out at -863 ps. Max-slew check failures listed in the final report amount to 0. Checking max transition, the worst relative margin is 0.908.

The final reports fail on negative setup slack. The pre-placement core utilization is 0.0491. The endpoint required time on the critical path is 800 ps. The number of sequential cells in the layout is 0.

STA classifies the critical path startpoint as an input port. The run finished, with violations left. The number of clock buffers in the layout is 0. The number of vias per cell is 2.46.

The number of vias after detailed routing is 209. In this run, placement finished with an instance count of 84. The endpoint type of the worst setup path is a primary output.

The number of global-route vias before repair is 249. In this design, the stage delay of the slowest critical-path cell is 190 ps. The largest fanout on the critical path is 2. The final weighted congestion in routability-driven placement is 0.703. For reference, the post-synthesis area per instance comes to 7.98 um^2. In the per-layer summary, the met1 wirelength comes to 372 um. Signal nets in the final route climb as high as met3.

The total tool warning count is 37. The share of final-layout standard cells stronger than drive strength 1 is 0.744. In this run the core area contains 21 standard-cell rows.

Grouping stages by cell kind, the critical path spends the most delay in simple AND/OR/NAND/NOR gates. Summed over all routing layers, the global router reports a total usage of 0.0257. The cell count after synthesis is 21.
cell usage after synthesis (all sizes together):
master / count / area share
and4: 2 / 0.12
buf: 2 / 0.090
nand4: 2 / 0.075
nor2: 2 / 0.045
nor3b: 1 / 0.045
xnor2: 11 / 0.57
xor2: 1 / 0.052
per-stage QoR:
stage | cell area [um^2] | TNS [ps]
after floorplan | 168 | 0
after global placement | 400 | -3210
after detailed placement | 400 | -3190
after CTS | 438 | -111
after global routing | 488 | -344
final | 488 | -147
layer usage:
| layer | vias up | track usage |
|---|---|---|
| met5 | - | 0 |
| met4 | 0 | 0 |
| met3 | 0 | 0.0125 |
| met2 | 10 | 0.0433 |
| met1 | 92 | 0.0305 |
| li1 | 107 | - |
logic make-up after synthesis:
group                  after synthesis  share of synthesized area
buffers and inverters                2                     0.0895
AND/OR/NAND/NOR                      7                      0.284
XOR/XNOR                            12                      0.627
layout make-up:
cell class | instances | area [um^2]
Timing Repair Buffer | 20 | 203
Tap cell | 46 | 57.6
Multi-Input combinational cell | 19 | 228
Fill cell | 394 | 2930
power by group:
| part | switching (mW) | internal (mW) | total [mW] | leakage, nW |
|---|---|---|---|---|
| registers | 0 | 0 | 0 | 0 |
| clock network | 0 | 0 | 0 | 0 |
| logic | 0.0621 | 0.123 | 0.185 | 0.207 |
| total | 0.0621 | 0.123 | 0.185 | 0.207 |
final timing paths:
check / endpoint / slack (ps) / depth (start not counted)
setup / recovery: forwardB[0] / -90 / 5
hold / removal: forwardA[0] / 770 / 5
timing repair:
item                                    CTS  global route
setup buffers                             1             0
endpoints found under the setup margin    4             4
pin swaps                                16             5
gates resized                            82            11
worst min-delay path: cells and delay by family:
| kind | cells | cell delay, ps |
|---|---|---|
| buffers and inverters | 2 | 190 |
| AND/OR/NAND/NOR | 2 | 120 |
| XOR/XNOR | 1 | 60 |
Power and IR drop assume default switching activity.
