==> /design/flow/design.v <==
module wb ( writeback_data,
            Halt_MEMWB,
            mem_read_data, pcAdd2, ALU_Out, MemtoReg, pc_to_reg);
   output wire [15:0] writeback_data;
   input wire Halt_MEMWB;
   input wire [15:0] mem_read_data;
   input wire [15:0] pcAdd2;            
   input wire [15:0] ALU_Out;
   input wire MemtoReg;
   input wire pc_to_reg;                
   assign writeback_data = Halt_MEMWB  ?  16'h0000 :
                           pc_to_reg   ?  pcAdd2 :
                           MemtoReg    ?  mem_read_data : 
                                          ALU_Out;
endmodule
==> /design/flow/run.sh <==
#!/bin/bash
# OpenROAD 26Q1-2900-gdf79404cd8, Yosys 0.63+post, stock flow scripts
make -C /OpenROAD-flow-scripts/flow DESIGN_CONFIG=/design/flow/config.mk WORK_HOME=/design/flow/orfs finish
==> /design/flow/config.mk <==
export PLATFORM = sky130hd
export DESIGN_NAME = wb
export DESIGN_NICKNAME = wb
export VERILOG_FILES = /design/flow/design.v
export SDC_FILE = /design/flow/constraint.sdc
export NUM_CORES = 4
export LEC_CHECK = 1
export CORE_AREA = 10 10 70 70
export DIE_AREA = 0 0 80 80
==> /design/flow/constraint.sdc <==
current_design wb

set clk_period 1.0
set clk_io_pct 0.2

create_clock -name clk0 -period $clk_period

set non_clock_inputs [all_inputs -no_clocks]
set_input_delay [expr $clk_period * $clk_io_pct] -clock clk0 $non_clock_inputs
set_output_delay [expr $clk_period * $clk_io_pct] -clock clk0 [all_outputs]
==> CHANGELOG.md <==
### Physical design

* I/O pins at about 67
* Registers at 0
* Syn avg cell area at a little under 9 um^2
* WP data required at roughly 0.80 ns
* DP HPWL at just over 2000 um
* Ratio of cells with drive above 1 in the final layout at a little under two fifths
* Die height at about 80 um
* Final min period at ~1.1 ns
* DR vias/cell at 4.00
* Final hold violations at 0
* Ant diodes at 0
* Top cells excl fill/tap: 48 x dlygate4sd2_1, 17 x buf_2, 16 x mux2i_1
* Total Power at ~420 uW
* Critical Path AT at roughly 0.89 ns
* Antenna violations before repair at 0
* CP max FO at 8
* Worst Max-Slew Pin Slew at 0.192 ns
* IO buf count at about 67
* Leak at between 0.0005 and 0.0006 uW
* Commonest Layout Cell: dlygate4sd2_1
* Clk pwr share at 0%
* Sequential share of power at 0%
* Sum Neg Setup Slack at -1.13 ns
* Max-capacitance violation count at 0
* DRC at 0
* Crit path kind: input port to output port
* DR vias at 692
* Gate power share at approximately 100%
* Row count at 21
* 1st-pass router iterations at 2
* Outcome: finished with violations
* YS chip area at 485 um^2
* Initial DRC Count at 9
* Int Power at roughly 270 uW
* Synth Seq Share at 0%
* Fin Hold WS at 0.744 ns
* Final Max Slew Viols at 0
* Tcrit/Tclk final at 109%
* Main area contributors: mux2i_1 33%, a211oi_2 26%, nor2b_1 21%
* Core area at around 0.0034 mm^2
* Max transition margin at between 80 and 90%
* Syn Inst Count at roughly 55
* Area growth, synth to finish at 147%
* Yosys warnings at 0
* FP Util at 14.2%
* Die area at ~0.0064 mm^2
* RSZ-0062 raised after global routing: true
* Reg area at 0 um^2
* Tool Warnings at 34
* Ys cells at 55
* Global-route wire length before repair at 4200 um
* Post-route cell area at between 0.001 and 0.0015 mm^2
* Routed WL at 2640 um
* Critical Path Start: MemtoReg
* Gr ovfl total at 0
* VDD IR max at between 0.1 and 0.15 mV
* GP Congestion at between 0.7 and 0.8
* # setup viols final at 16
* Gr usage total at about 8%
* Die Width at about 80 um
* Layout clock buffers at 0
* Worst setup slack after layout at -0.0918 ns
* Power Density at ~350 mW/mm^2
* Finished Core Util at around a third
* Vias in the first global route at a little under 800
* Net Switching at about 150 uW
* Routed Antenna Nets at 0
* Hold_buf cts at 0
* Largest net degree at the start of global routing at 11
* Hold path start: pc_to_reg
* Wire per inst at 15.2 um
* Area leader, netlist: mux2i_1
* Mapped cell area at slightly below 500 um^2
* Fmax at 916 MHz
* Placed Instance Area at between 0.001 and 0.0015 mm^2
* Area share of the largest cell type after synthesis at 33.0%
* Synth cell types at 11
* Crit start category: input port
* Hold crit path type: input port to output port
* Setup crit end kind: output port
* Switching Fraction at 35.5%
* Failing checks: negative setup slack
-- per-stage QoR --
step	worst slack (ns)	cells
6_report	-0.0918	173
2_1_floorplan	0.0512	55
4_1_cts	-0.126	174
3_5_place_dp	-0.956	167
3_3_place_gp	-0.920	167
5_1_grt	-0.185	173
-- path summary, 6_finish.rpt --
path	depth (start not counted)	slack, ns	to
setup / recovery	5	-0.09	writeback_data[0]
hold / removal	4	0.74	writeback_data[15]
-- worst max-delay path, cell delays in order --
cell	delay, ns
buf_12	0.11
buf_12	0.14
mux2i_1	0.13
a211oi_2	0.19
buf_2	0.12
-- final cells by class --
cell class / instances / area [um^2]
fill: 367 / 2220
inverter: 1 / 3.75
multi-input combinational: 48 / 460
tap: 46 / 57.6
timing repair buffer: 78 / 676
-- per-layer routing --
metal  up-vias  share of wire (%)  GRT usage [%]
met5         -                  0              0
met4         0                  0              0
met3         0                 10           2.27
met2        41                 45           13.5
met1       299                 44           10.4
li1        352                  -              -
-- cells in the mapped netlist --
library cell and count:
buf_4 1, buf_6 1, nor2b_1 16, a211oi_1 6, clkbuf_1 1, buf_2 1, a211oi_2 10, mux2i_1 16
inv_1 1, buf_12 1, buf_1 1
-- power by group through the flow --
stage         registers (uW)  logic, uW  clock network (uW)
CTS                        0        429                   0
global route               0        458                   0
finish                     0        417                   0
-- what timing repair did --
item	CTS	global route
resized	127	3
pin swaps	16	5
setup buffers	5	0
gates cloned	2	0
setup endpoints to repair	16	16
-- cell families (layout without fill, tap and decap cells) --
family                 after synthesis  in the layout  share of synthesized area, %
AOI/OAI and AO/OA                   16             16                          35.1
and+or+nand+nor                     16             16                          20.6
muxes                               16             16                          33.0
buffers and inverters                7             79                          11.3
Power and IR drop assume default switching activity.
