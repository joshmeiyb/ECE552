**flow/config.mk**
```make
export PLATFORM = sky130hd
export DESIGN_NAME = control
export DESIGN_NICKNAME = control
export VERILOG_FILES = /design/flow/design.v
export SDC_FILE = /design/flow/constraint.sdc
export NUM_CORES = 4
export LEC_CHECK = 1
export CORE_AREA = 10 10 70 70
export DIE_AREA = 0 0 80 80
```
**flow/constraint.sdc**
```tcl
current_design control

set clk_period 3.7
set clk_io_pct 0.2

create_clock -name clk0 -period $clk_period

set non_clock_inputs [all_inputs -no_clocks]
set_input_delay [expr $clk_period * $clk_io_pct] -clock clk0 $non_clock_inputs
set_output_delay [expr $clk_period * $clk_io_pct] -clock clk0 [all_outputs]
```
**flow/design.v**
```verilog
module control( Opcode, four_mode, RegDst, Jump, Branch, ext_select, MemtoReg, 
                ALUOp, ALU_invA, ALU_invB, ALU_Cin, MemRead, MemWrite, ALUSrc, RegWrite,
                reg_to_pc, pc_to_reg, Halt, err, SIIC, RTI,
                R_format, I_format
                );
    input [4:0] Opcode;
    input [1:0] four_mode;  
    output reg [1:0] RegDst;
    output reg Jump;
    output reg Branch;
    output reg [2:0] ext_select;
    output reg MemtoReg;
    output reg [3:0] ALUOp;
    output reg ALU_invA;
    output reg ALU_invB;
    output reg ALU_Cin;
    output reg MemRead;
    output reg MemWrite;
    output reg ALUSrc;
    output reg RegWrite;
    output reg pc_to_reg;
    output reg reg_to_pc;
    output reg Halt;
    output reg err;
    output reg SIIC;
    output reg RTI;  
    output reg R_format;
    output reg I_format;
    reg [3:0] shared_opcode;  
    reg alu_inva, alu_invb;  
    always @(*) begin
        alu_inva = 1'b0;
        alu_invb = 1'b0;
        case(four_mode)
            2'b00 : begin  
                shared_opcode = 4'b0100;
            end
            2'b01 : begin  
                shared_opcode = 4'b0100;
                alu_inva = 1'b1;     
            end
            2'b10 : begin  
                shared_opcode = 4'b0111;
            end
            2'b11 : begin  
                shared_opcode = 4'b0101;
                alu_invb = 1'b1;     
            end
            default: begin
                shared_opcode = 4'b0100;
            end
        endcase
    end
    always @(*)begin
        RegDst = 2'b00;
        Jump = 1'b0;
        Branch = 1'b0;
        ext_select = 3'b000;
        MemtoReg = 1'b0;
        ALUOp = 4'b0000;
        MemWrite = 1'b0;
        ALUSrc = 1'b0;
        MemRead = 1'b0;
        RegWrite = 1'b0;
        reg_to_pc = 1'b0;
        pc_to_reg = 1'b0;
        Halt = 1'b0;
        err = 1'b0;
        SIIC = 1'b0;
        RTI = 1'b0;
        ALU_invA = 1'b0;
        ALU_invB = 1'b0;
        ALU_Cin = 1'b0;
        R_format = 1'b0;
        I_format = 1'b0;
        case (Opcode)
            5'b00000: begin  
                Halt = 1'b1;
            end
            5'b00001: begin  
            end
            5'b01000: begin 
                RegDst = 2'b01;          
                ALUOp = 4'b0100;         
                ALUSrc = 1'b1;           
                ext_select = 3'b000;     
                RegWrite = 1'b1;         
            end
            5'b01001: begin 
                RegDst = 2'b01;          
                ALUOp = 4'b0100;         
                ALU_invA = 1'b1;        
                ALU_Cin = 1'b1;          
                ALUSrc = 1'b1;
                ext_select = 3'b000;     
                RegWrite = 1'b1;
            end
            5'b01010: begin 
                RegDst = 2'b01;          
                ALUOp = 4'b0111;         
                ALUSrc = 1'b1;
                ext_select = 3'b011;     
                RegWrite = 1'b1;
            end
            5'b01011: begin
                RegDst = 2'b01;          
                ALUOp = 4'b0101;         
                ALU_invB = 1'b1;
                ALUSrc = 1'b1;
                ext_select = 3'b011;     
                RegWrite = 1'b1;
            end
            5'b10100: begin
                RegDst = 2'b01;          
                ALUOp = 4'b0000;         
                ALUSrc = 1'b1;
                ext_select = 3'b011;     
                RegWrite = 1'b1;
            end
            5'b10101: begin
                RegDst = 2'b01;          
                ALUOp = 4'b0001;         
                ALUSrc = 1'b1;
                ext_select = 3'b011;     
                RegWrite = 1'b1;
            end
            5'b10110: begin
                RegDst = 2'b01;          
                ALUOp = 4'b0010;         
                ALUSrc = 1'b1;
                ext_select = 3'b011;     
                RegWrite = 1'b1;
            end
            5'b10111: begin
                RegDst = 2'b01;          
                ALUOp = 4'b0011;         
                ALUSrc = 1'b1;
                ext_select = 3'b011;     
                RegWrite = 1'b1;
            end
            5'b10000: begin             
                ALUOp = 4'b0100;         
                ALUSrc = 1'b1;
                ext_select = 3'b000;     
                MemWrite = 1'b1;
            end
            5'b10001: begin
                RegDst = 2'b01;
                MemRead = 1'b1;
                MemtoReg = 1'b1;         
                ALUOp = 4'b0100;         
                ALUSrc = 1'b1;
                ext_select = 3'b000;     
                RegWrite = 1'b1;
            end
            5'b10011: begin
                RegDst = 2'b00;          
                ALUOp = 4'b0100;         
                ALUSrc = 1'b1;
                ext_select = 3'b000;     
                MemWrite = 1'b1;
                RegWrite = 1'b1;
            end
            5'b11001: begin
                RegDst = 2'b10;
                ALUOp = 4'b1000;
                RegWrite = 1'b1;
                R_format = 1'b1;
            end
            5'b11011: begin
                RegDst = 2'b10;
                ALUOp = shared_opcode;           
                ALU_invA = alu_inva;
                ALU_invB = alu_invb;
                ALU_Cin = four_mode[0];  
                ALUSrc = 1'b0;
                RegWrite = 1'b1;
                R_format = 1'b1;
            end
            5'b11010: begin
                RegDst = 2'b10;
                ALUOp = {2'b00, four_mode};
                ALUSrc = 1'b0;
                RegWrite = 1'b1;
                R_format = 1'b1;
            end
            5'b11100: begin
                RegDst = 2'b10;
                ALUOp = 4'b1001;         
                ALUSrc = 1'b0;
                ALU_invB = 1'b1;         
                ALU_Cin = 1'b1;          
                RegWrite = 1'b1;
                R_format = 1'b1;
            end
            5'b11101: begin
                RegDst = 2'b10;
                ALUOp = 4'b1010;
                ALUSrc = 1'b0;
                ALU_invB = 1'b1;         
                ALU_Cin = 1'b1;          
                RegWrite = 1'b1;
                R_format = 1'b1;
            end
            5'b11110: begin
                RegDst = 2'b10;
                ALUOp = 4'b1011;
                ALUSrc = 1'b0;
                ALU_invB = 1'b1;         
                ALU_Cin = 1'b1;          
                RegWrite = 1'b1;
                R_format = 1'b1;
            end
            5'b11111: begin
                RegDst = 2'b10;          
                ALUOp = 4'b1100;
                ALUSrc = 1'b0;
                RegWrite = 1'b1;
                R_format = 1'b1;
            end
            5'b01100: begin
                Branch = 1'b1;
                ALUOp = 4'b1111;         
                ext_select = 3'b001;     
                I_format = 1'b1;
            end
            5'b01101: begin
                Branch = 1'b1;
                ALUOp = 4'b1111;         
                ext_select = 3'b001;     
                I_format = 1'b1;
            end
            5'b01110: begin
                Branch = 1'b1;
                ALUOp = 4'b1111;         
                ext_select = 3'b001;     
                I_format = 1'b1;
            end
            5'b01111: begin
                Branch = 1'b1;
                ALUOp = 4'b1111;         
                ext_select = 3'b001;     
                I_format = 1'b1;
            end
            5'b11000 : begin
			    RegDst = 2'b00;	
			    ALUOp = 4'b1101;         
			    ALUSrc = 1'b1;	         
                ext_select = 3'b001;     
			    RegWrite = 1'b1;
                I_format = 1'b1;
		    end
		    5'b10010 : begin
			    RegDst = 2'b00;	
			    ALUOp = 4'b1110;         
			    ALUSrc = 1'b1;	         
                ext_select = 3'b100;     
			    RegWrite = 1'b1;
                I_format = 1'b1;
		    end
            5'b00100: begin
                Jump = 1'b1;
                ext_select = 3'b010;     
            end
            5'b00101: begin
                Jump = 1'b1;
                ext_select = 3'b001;     
                ALUOp = 4'b0100;         
                ALUSrc = 1'b1;
                reg_to_pc = 1'b1;
                I_format = 1'b1;
            end
            5'b00110: begin
                RegDst = 2'b11;          
                RegWrite = 1'b1;         
                pc_to_reg = 1'b1;
                Jump = 1'b1;
                ext_select = 3'b010;     
            end
            5'b00111: begin
                RegDst = 2'b11;          
                RegWrite = 1'b1;         
                pc_to_reg = 1'b1;
                Jump = 1'b1;
                ext_select = 3'b001;     
                ALUOp = 4'b0100;         
                ALUSrc = 1'b1;
                reg_to_pc = 1'b1;
                I_format = 1'b1;
            end
            5'b00010: begin
            end
            5'b00011: begin
            end
            default: begin
                err = 1'b1;              
            end
        endcase
    end
endmodule
```
**flow/run.sh**
```bash
#!/bin/bash
# OpenROAD 26Q1-2900-gdf79404cd8, Yosys 0.63+post, stock flow scripts
make -C /OpenROAD-flow-scripts/flow DESIGN_CONFIG=/design/flow/config.mk WORK_HOME=/design/flow/orfs finish
```
==> run notes <==
Implementation results are summarized by area below.

Outcome
The flow ran to the end, and the final reports show no timing, DRC or antenna violations.

Clock tree
After clock tree synthesis, the repair step resized 0 gates. The post-cts hold-fix buffer tally is 0. The number of buffers inserted by post-CTS setup repair is 0.

Worst setup path
The buffer and inverter count on the worst path is 2. The startpoint class of the critical path is an input pin. The critical path's slowest stage uses the library cell clkdlybuf4s50_1. The critical path depth in cells is 5. The endpoint kind of the worst setup timing path is an output pin. For the worst setup path, the data required time is 2.96 ns. The timing report shows the most common cell along the critical path to be clkdlybuf4s50_1.

In this run the critical path is formed by clkdlybuf4s50_1 > or2b_1 > a211o_1 > o2111ai_1 > clkdlybuf4s50_1. The peak fanout along the critical path is 15. The cell family contributing the most delay on the critical path is buffers and inverters.

STA puts the critical path data arrival time at 2.68 ns. The kind of critical path is in2out. The delay contributed by the slowest stage of the critical path is ~0.66 ns.

Route
The count of TritonRoute iterations in the first routing pass is 4. Using the TritonRoute via totals, the vias-per-cell ratio works out to 4.41. The wire length recorded after detailed routing is ~2000 um.

TritonRoute reported its final design rule violation total as 0. Summing over every cut layer, the via total after detailed routing is 706. Detailed-route iteration 0 reported a violation count of 19. The number of antenna diodes in the final layout is 0. The average detailed-routed wire length per instance is 12.8 um. The count of nets left with antenna violations once routing finished came out at 0.

Final layout
The share of layout cells above drive strength 1 is 7.89%. The storage element area is 0 um^2. According to the cell report, flip-flops and latches in the layout number 0. Measured on the finished design, the core utilization comes to 25.7%. The area of the multi-input gates is between 400 and 500 um^2. The synthesis-to-finish area growth is 60.8%.

After layout, the clock buffer instance count stands at 0. The number of filler instances in the final layout is ~400.

Logic synthesis
For this design, Yosys synthesis ends with a cell count of approximately 88. Per the synthesis report, the AND-OR/OR-AND share of the synthesized area is about two fifths. The netlist uses 38 different library cells. The top cell type by area accounts for 9.63% of the synthesized area. The cell type with the highest aggregate area in the netlist is buf_4.

For this run, the register share of the synthesized area comes to 0%. The commonest cells after synthesis are 7 x a21oi_1, 7 x buf_4, 6 x nor2_1. The average cell area after synthesis is slightly above 6 um^2. The chip area line in the Yosys stat output reads 546 um^2. Yosys reports the multiplexer fraction of the synthesized area as 0%. The share of the synthesized netlist area taken by xor and xnor gates is 1.61%. The cell count after synthesis is 88. For this run, the number of Yosys warnings is 1.

The adder and majority gate portion of the synthesized area is 0%. After synthesis the cells add up to 546 um^2. Among the non-sequential cells, AND-OR/OR-AND gates take the most area. The cell-mix breakdown from Yosys lists the simple-gate area share as 38.8%. In the post-synthesis netlist, the biggest area contributors are buf_4 9.6%, a21oi_1 6.4%, nand2b_1 5.7%, buf_2 4.6%, o21ai_1 4.6%.

GRT
Entering global routing, the biggest net connects 21 pins. Summed over all routing layers, the global router reports a total usage of 6.63%. The first global-routing pass estimated 3550 um of wire. The number of antenna violations at the first check in global routing came to 0. The via count of the first global-routing pass was 728.

The total congestion overflow after global routing is 0.

Placement
Detailed placement ended at an HPWL of 1660 um. The final weighted congestion recorded by global placement is between 0.8 and 0.9. The count of buffers inserted at the top-level ports is 31. Before CTS, the worst setup slack after placement is 0.289 ns.

Floorplan
The core region is 3420 um^2. The die is 80 um wide. The area enclosed by the die boundary is ~6400 um^2. The count of standard-cell rows is 21. For this design the top-level I/O count stands at 34. From bottom edge to top edge, the die measures 80 um. The effective utilization at floorplan is 16.0%.

Power
The power report puts the leakage power at 0.326 nW. The worst IR drop on VDD is between 30 and 40 uV. Per the summary, power density relative to cell area is 104 nW/um^2.

Job
The tool warning count is 32. Max-cap violations in this run came to 0.

Timing
The end-of-flow timing check tallies setup violations at 0. In the post-route analysis, the smallest setup slack over all paths is 0.284 ns. The worst path in the final design needs a cycle of 3.42 ns, including I/O delays and setup.

In the finished design, the share of the clock period the worst path needs comes to 92.3%. In the final timing run, aggregate negative setup slack is 0 ns. Per the timing report, the achievable frequency comes out to between 200 and 300 MHz. Setup repair after global routing left no endpoint under its margin. The hold violation total from the final report is 0.

The count of final max-slew check failures is 0.

Min path
The number of cells on the worst hold path is 3. Checking hold timing, the worst path is listed with class in2out.
==> final cells by class <==
type,instances,area share [%]
Multi-Input combinational cell,73,51.2
Timing Repair Buffer,37,40.5
Tap cell,46,6.56
Inverter,4,1.71
==> stage by stage <==
stage                     instance area [um^2]  cells  power [mW]  hold WS, ns
after floorplan                            553     90      0.0459         1.57
after global placement                     877    160      0.0922         2.52
after detailed placement                   877    160      0.0924         2.53
after CTS                                  877    160      0.0931         2.53
after global routing                       877    160       0.103         2.56
final                                      877    160      0.0913         2.52
==> per-layer routing <==
layer  GRT usage, %  up-vias  part of all wire [%]  wire [um]
met5              0        -                     0          0
met3           1.14        0                   4.6         94
met4           1.06        0                     0          0
li1               -      371                     -          -
met1           8.37      322                    45        916
met2           11.6       13                    50       1030
==> worst paths after layout <==
kind                  startpoint        to  slack (ns)
worst max-delay path   Opcode[0]  ALUOp[1]        0.28
worst min-delay path   Opcode[1]   MemRead        2.52
==> worst min-delay path: stages <==
cell             delay [ns]
clkdlybuf4s50_1        0.54
nor3_1                 0.09
clkdlybuf4s50_1        0.41
==> report_power, final <==
part,switching [mW],leakage (nW),total [mW],internal [mW]
combinational,0.0390,0.326,0.0913,0.0523
clock,0,0,0,0
sequential,0,0,0,0
total,0.0390,0.326,0.0913,0.0523
==> placed cells by master (no fill, tap or decap), types with 2 or more instances in the layout <==
cell type / instances
nand2b_1: 5
conb_1: 3
and3b_1: 2
inv_1: 2
nor2_1: 6
a211o_1: 2
a211oi_1: 3
buf_4: 6
or2_1: 4
nand2_1: 4
nand3_1: 3
o22ai_1: 3
o21a_1: 3
o21ai_1: 5
clkdlybuf4s50_1: 31
inv_2: 2
a21oi_1: 7
nor3_1: 4
==> cells by family after synthesis <==
kind of cell / after synthesis
AND/OR/NAND/NOR: 37
AND-OR/OR-AND: 32
buffers and inverters: 17
XOR/XNOR: 1
other: 1
Power figures rest on the tool's default switching activity, not on a simulated workload.
