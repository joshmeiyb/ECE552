$ cat ./design.v
module nand2 (out,in1,in2);
    output out;
    input in1,in2;
    assign out = ~(in1 & in2);
endmodule
module cla_16b(sum, c_out, a, b, c_in);
    parameter   N = 16;
    output [N-1:0] sum;
    output         c_out;
    input [N-1: 0] a, b;
    input          c_in;
    wire c1, c2, c3, c4;
    cla_4b cla1(.sum(sum[3:0]), .c_out(c1), .a(a[3:0]), .b(b[3:0]), .c_in(c_in));
    cla_4b cla2(.sum(sum[7:4]), .c_out(c2), .a(a[7:4]), .b(b[7:4]), .c_in(c1));
    cla_4b cla3(.sum(sum[11:8]), .c_out(c3), .a(a[11:8]), .b(b[11:8]), .c_in(c2));
    cla_4b cla4(.sum(sum[15:12]), .c_out(c4), .a(a[15:12]), .b(b[15:12]), .c_in(c3));
    assign c_out = c4;
endmodule
module cla_4b(sum, c_out, a, b, c_in);
    parameter   N = 4;
    output [N-1:0] sum;
    output         c_out;
    input [N-1: 0] a, b;
    input          c_in;
    wire c0, c1, c2, c3, c4;
    wire [3:0] g, p;
    fullAdder_1b fa1(.s(sum[0]), .c_out(), .a(a[0]), .b(b[0]), .c_in(c0));
    fullAdder_1b fa2(.s(sum[1]), .c_out(), .a(a[1]), .b(b[1]), .c_in(c1));
    fullAdder_1b fa3(.s(sum[2]), .c_out(), .a(a[2]), .b(b[2]), .c_in(c2));
    fullAdder_1b fa4(.s(sum[3]), .c_out(), .a(a[3]), .b(b[3]), .c_in(c3));
    assign g[0] = a[0] & b[0];
    assign g[1] = a[1] & b[1];
    assign g[2] = a[2] & b[2];
    assign g[3] = a[3] & b[3];
    assign p[0] = a[0] | b[0];
    assign p[1] = a[1] | b[1];
    assign p[2] = a[2] | b[2];
    assign p[3] = a[3] | b[3];
    assign c0    = c_in;
    assign c1    = g[0] | (p[0] & c0);
    assign c2    = g[1] | (p[1] & g[0]) | (p[1] & p[0] & c0);
    assign c3    = g[2] | (p[2] & g[1]) | (p[2] & p[1] & g[0]) | (p[2] & p[1] & p[0] & c0);
    assign c4    = g[3] | (p[3] & g[2]) | (p[3] & p[2] & g[1]) | (p[3] & p[2] & p[1] & g[0]) | (p[3] & p[2] & p[1] & p[0] & c0);
    assign c_out = c4;
endmodule
module fullAdder_1b(s, c_out, a, b, c_in);
    output s;
    output c_out;
    input   a, b;
    input  c_in;
    wire n1, n2, n3;
    xor2 XO1(.out(n1), .in1(a), .in2(b));
    xor2 XO2(.out(s), .in1(n1), .in2(c_in));
    nand2 NA1(.out(n2), .in1(n1), .in2(c_in));
    nand2 NA2(.out(n3), .in1(a), .in2(b));
    nand2 NA3(.out(c_out), .in1(n2), .in2(n3));
endmodule
module xor2 (out,in1,in2);
    output out;
    input in1,in2;
    assign out = in1 ^ in2;
endmodule
module alu_branch_jump (InA, InB, Cin, Oper, invA, invB, sign, Out, Zero, Ofl);
    parameter OPERAND_WIDTH = 16;    
    parameter NUM_OPERATIONS = 4;
    input  [OPERAND_WIDTH -1:0] InA ;  
    input  [OPERAND_WIDTH -1:0] InB ;  
    input                       Cin ;  
    input  [NUM_OPERATIONS-1:0] Oper;  
    input                       invA;  
    input                       invB;  
    input                       sign;  
    output [OPERAND_WIDTH -1:0] Out ;  
    output                      Ofl ;  
    output                      Zero;  
    wire [15:0] cla_16b_out;
    wire c_out;
    cla_16b cla_16b(.sum(cla_16b_out), .c_out(c_out), .a(InA), .b(InB), .c_in(Cin));
    assign Out =    (Oper == 4'b0100) ? cla_16b_out :
                    (Oper == 4'b1111) ? InA         : 
                                        16'h0000;
endmodule
$ cat ./config.mk
export PLATFORM = sky130hd
export DESIGN_NAME = alu_branch_jump
export DESIGN_NICKNAME = alu_branch_jump
export VERILOG_FILES = /design/flow/design.v
export SDC_FILE = /design/flow/constraint.sdc
export NUM_CORES = 4
export LEC_CHECK = 1
export CORE_AREA = 10 10 75 75
export DIE_AREA = 0 0 85 85
$ cat ./run.sh
#!/bin/bash
# OpenROAD 26Q1-2900-gdf79404cd8, Yosys 0.63+post, stock flow scripts
make -C /OpenROAD-flow-scripts/flow DESIGN_CONFIG=/design/flow/config.mk WORK_HOME=/design/flow/orfs finish
$ cat ./constraint.sdc
current_design alu_branch_jump

set clk_period 5.2
set clk_io_pct 0.2

create_clock -name clk0 -period $clk_period

set non_clock_inputs [all_inputs -no_clocks]
set_input_delay [expr $clk_period * $clk_io_pct] -clock clk0 $non_clock_inputs
set_output_delay [expr $clk_period * $clk_io_pct] -clock clk0 [all_outputs]
==> flow_summary.toml <==
# flow metrics
[logic_synthesis]
top_area_frac = 0.3027
ys_types = 42
top_cells_by_area = "ha_1, inv_1, fa_1, nand2_1, xor2_1"
postSynthCellCount = 175
ys_area_um2 = 1240
top_cell = "inv_1"
ys_cells = 175
yosys-top-cells-count = "inv_1, ha_1, nand2_1"
yosysTopAreaCell = "ha_1"
syn_area_um2 = 1240
ys_seq_frac = 0
synth.avg_cell_area_um2 = 7.085
yosysWarnings = 2

[placed_design]
dp_hpwl_mm = 2.783
port_buffers = 53
routabilityCongestion = 0.7328
pre_cts_slack_ns = 0.08533

[final_timing]
finalCriticalPeriod_ns = 4.981
fin_worst_hold_slack_ns = 2.751
setup_viol = 0
fin_crit_sh = 0.9578
hold_viol_final = 0
drv_slew = 0
rsz0062_at_grt = "no"
finalSetupTns_ns = 0
worst_pin_slew_ns = 0.7031
fmax_mhz = 200.8
setup_ws_ns = 0.2195
slew_headroom = 0.5313

[pwr]
p_comb_frac = 1.000
clock_power_share = 0
total_leakage_power_nw = 0.9328
switching_share = 0.4385
pwr-share-seq = 0
p_sw_uw = 58.61
power_density_nw_per_um2 = 71.03
internal_power_uw = 75.06
irDropWorstVdd_v = 0.00003177

[detailed_routing]
ant_nets = 0
route.detailed.drc = 0
wl_per_cell_um = 11.86
via_count = 1247
routed_via_density = 4.470
first_pass_iters = 4
routed_wl_mm = 3.310
antenna_cells = 0
drtIter0Drc = 11

[run]
tool_warnings = 54
maxCapViolCount = 0

[min_path]
min_path_type = "primary input to primary output"

[layout]
area.growth.synth_to_final_pct = 51.77
logic_area_um2 = 1081
flops = 0
fillers = 408
ff_latch_area_um2 = 0
layout-drive-gt1-share = 0.05677
nClkBuffers = 0
final_util = 0.4638

[floorplan]
die_h_um = 85
die_w_um = 85
fp_util = 0.3056
rows = 23
die_area_um2 = 7225
core_um2 = 4058
num_io_pins = 58

[setup_path]
crit_chain = "clkdlybuf4s50_1 -> ha_1 -> nor3b_2 -> o31ai_2 -> a31oi_2 -> o21ai_2 -> nand2_1 -> a211o_1 -> fa_1 -> a22o_1 -> clkdlybuf4s50_1"
worstPathArrival_ns = 3.94
path_common_cell = "clkdlybuf4s50_1"
crit_family = "AND-OR/OR-AND gates"
critPathLaunchType = "primary input"
critPathBufInv = 2
path_class = "primary input to primary output"
crit_fanout = 3
max_stage_delay_ns = 0.48
critPathCaptureType = "primary output"
worstPathRequired_ns = 4.16
critPathSlowestCell = "fa_1"

[global_route]
grt_overflow_total = 0
grt_pass1_wl_mm = 5.506
grt_max_degree = 17
antenna_found_initial = 0
track_usage = 0.08720
first_global_vias = 1255

[clock_network]
hold_buffers = 0

[outcome]
status = "finished clean"
==> layer usage <==
layer  part of all wire  global-route usage  vias to the layer above
li1                   -                   -                      683
met1               0.42             0.09926                      539
met2               0.50              0.1655                       25
met3              0.073             0.02408                        0
met4                  0                   0                        0
met5                  0                   0                        -
==> final timing paths <==
| kind | to | slack [ns] | depth (start not counted) | from |
|---|---|---|---|---|
| worst min-delay path | Out[1] | 2.75 | 4 | InA[1] |
| worst max-delay path | Out[12] | 0.22 | 11 | InB[1] |
==> power groups by stage <==
stage	Sequential, mW	Clock, mW	Combinational [mW]
final	0	0	0.134
after global routing	0	0	0.152
after CTS	0	0	0.131
==> cell families (layout without fill, tap and decap cells) <==
family / count (synthesis) / in the layout / share of synthesized area
compound gates: 41 / 41 / 0.2311
xor+xnor: 8 / 8 / 0.05651
fa+ha+maj: 34 / 34 / 0.3673
buf+inv: 49 / 102 / 0.1544
mux: 1 / 1 / 0.008073
other cells: 1 / 2 / 0.003024
simple gates: 41 / 41 / 0.1796
==> layout by cell type (no fill, tap or decap), types with 2 or more instances in the layout <==
master           synthesis  routed
ha_4                     0       2
nand2_1                 12      12
fa_1                     4       4
a22o_1                   2       2
xnor2_1                  3       3
o21ai_1                  6       6
nor2_1                   8       8
nor3_1                   3       3
inv_1                   44      44
ha_1                    30      28
a22oi_1                  2       2
conb_1                   1       2
nor2b_1                  4       4
o21bai_1                 2       2
o21ai_0                  8       7
a32o_1                   2       2
clkdlybuf4s50_1          0      51
buf_4                    2       5
dlymetal6s2s_1           0       2
nand3_1                  3       3
o31ai_2                  2       2
a21oi_1                  5       5
xor2_1                   5       5
a21o_1                   3       3
o31ai_1                  2       2
==> layout make-up <==
class,instances,area share
inverter,44,0.08777
tap,50,0.03324
multi-input combinational,127,0.5745
timing repair buffer,58,0.3045
==> through the flow <==
step / instances / cell area, µm² / power [mW]
after floorplan: 176 / 1244 / 0.07118
after global placement: 277 / 1833 / 0.1299
after detailed placement: 277 / 1833 / 0.1298
after CTS: 277 / 1833 / 0.1310
after global routing: 279 / 1882 / 0.1520
final: 279 / 1882 / 0.1337
==> timing repair <==
item / CTS / global route
endpoints found under the setup margin: 0 / 2
setup buffers: 0 / 2
gates resized: 0 / 8
No activity file was given, so power comes from the tool's default toggle rates.
