### ./config.mk
export PLATFORM = sky130hd
export DESIGN_NAME = execute
export DESIGN_NICKNAME = execute
export VERILOG_FILES = /design/flow/design.v
export SDC_FILE = /design/flow/constraint.sdc
export NUM_CORES = 4
export LEC_CHECK = 1
export CORE_UTILIZATION = 30
### ./constraint.sdc
current_design execute

set clk_period 23.9
set clk_io_pct 0.2

create_clock -name clk0 -period $clk_period

set non_clock_inputs [all_inputs -no_clocks]
set_input_delay [expr $clk_period * $clk_io_pct] -clock clk0 $non_clock_inputs
set_output_delay [expr $clk_period * $clk_io_pct] -clock clk0 [all_outputs]
### ./design.v
module nand2 (out,in1,in2);
    output out;
    input in1,in2;
    assign out = ~(in1 & in2);
endmodule
module cla_16b(sum, c_out, a, b, c_in);
    parameter   N = 16;
    output [N-1:0] sum;
    output         c_out;
    input [N-1: 0] a, b;
    input          c_in;
    wire c1, c2, c3, c4;
    cla_4b cla1(.sum(sum[3:0]), .c_out(c1), .a(a[3:0]), .b(b[3:0]), .c_in(c_in));
    cla_4b cla2(.sum(sum[7:4]), .c_out(c2), .a(a[7:4]), .b(b[7:4]), .c_in(c1));
    cla_4b cla3(.sum(sum[11:8]), .c_out(c3), .a(a[11:8]), .b(b[11:8]), .c_in(c2));
    cla_4b cla4(.sum(sum[15:12]), .c_out(c4), .a(a[15:12]), .b(b[15:12]), .c_in(c3));
    assign c_out = c4;
endmodule
module cla_4b(sum, c_out, a, b, c_in);
    parameter   N = 4;
    output [N-1:0] sum;
    output         c_out;
    input [N-1: 0] a, b;
    input          c_in;
    wire c0, c1, c2, c3, c4;
    wire [3:0] g, p;
    fullAdder_1b fa1(.s(sum[0]), .c_out(), .a(a[0]), .b(b[0]), .c_in(c0));
    fullAdder_1b fa2(.s(sum[1]), .c_out(), .a(a[1]), .b(b[1]), .c_in(c1));
    fullAdder_1b fa3(.s(sum[2]), .c_out(), .a(a[2]), .b(b[2]), .c_in(c2));
    fullAdder_1b fa4(.s(sum[3]), .c_out(), .a(a[3]), .b(b[3]), .c_in(c3));
    assign g[0] = a[0] & b[0];
    assign g[1] = a[1] & b[1];
    assign g[2] = a[2] & b[2];
    assign g[3] = a[3] & b[3];
    assign p[0] = a[0] | b[0];
    assign p[1] = a[1] | b[1];
    assign p[2] = a[2] | b[2];
    assign p[3] = a[3] | b[3];
    assign c0    = c_in;
    assign c1    = g[0] | (p[0] & c0);
    assign c2    = g[1] | (p[1] & g[0]) | (p[1] & p[0] & c0);
    assign c3    = g[2] | (p[2] & g[1]) | (p[2] & p[1] & g[0]) | (p[2] & p[1] & p[0] & c0);
    assign c4    = g[3] | (p[3] & g[2]) | (p[3] & p[2] & g[1]) | (p[3] & p[2] & p[1] & g[0]) | (p[3] & p[2] & p[1] & p[0] & c0);
    assign c_out = c4;
endmodule
module fullAdder_1b(s, c_out, a, b, c_in);
    output s;
    output c_out;
    input   a, b;
    input  c_in;
    wire n1, n2, n3;
    xor2 XO1(.out(n1), .in1(a), .in2(b));
    xor2 XO2(.out(s), .in1(n1), .in2(c_in));
    nand2 NA1(.out(n2), .in1(n1), .in2(c_in));
    nand2 NA2(.out(n3), .in1(a), .in2(b));
    nand2 NA3(.out(c_out), .in1(n2), .in2(n3));
endmodule
module xor2 (out,in1,in2);
    output out;
    input in1,in2;
    assign out = in1 ^ in2;
endmodule
module shifter (In, ShAmt, Oper, Out);
    parameter OPERAND_WIDTH = 16;
    parameter SHAMT_WIDTH   =  4;
    parameter NUM_OPERATIONS = 2;
    input  [OPERAND_WIDTH -1:0] In   ;  
    input  [SHAMT_WIDTH   -1:0] ShAmt;  
    input  [NUM_OPERATIONS-1:0] Oper ;  
    output [OPERAND_WIDTH -1:0] Out  ;  
    wire [15:0] r_shift0, r_shift1, r_shift2, r_shift4, r_shift8;
    assign r_shift0 = In; 
    assign r_shift1 = ShAmt[0] ? {Oper[0] ? 1'h0  : {1{r_shift0[15]}}, r_shift0[15:1]} : r_shift0; 
    assign r_shift2 = ShAmt[1] ? {Oper[0] ? 2'h0  : {2{r_shift1[15]}}, r_shift1[15:2]} : r_shift1; 
    assign r_shift4 = ShAmt[2] ? {Oper[0] ? 4'h0  : {4{r_shift2[15]}}, r_shift2[15:4]} : r_shift2; 
    assign r_shift8 = ShAmt[3] ? {Oper[0] ? 8'h00 : {8{r_shift4[15]}}, r_shift4[15:8]} : r_shift4;
    wire [15:0] l_shift0, l_shift1, l_shift2, l_shift4, l_shift8;
    assign l_shift0 = In;
    assign l_shift1 = ShAmt[0] ? {l_shift0[14:0], Oper[0] ? 1'h0  : l_shift0[15:15]} : l_shift0; 
    assign l_shift2 = ShAmt[1] ? {l_shift1[13:0], Oper[0] ? 2'h0  : l_shift1[15:14]} : l_shift1; 
    assign l_shift4 = ShAmt[2] ? {l_shift2[11:0], Oper[0] ? 4'h0  : l_shift2[15:12]} : l_shift2; 
    assign l_shift8 = ShAmt[3] ? {l_shift4[07:0], Oper[0] ? 8'h00 : l_shift4[15:08]} : l_shift4;
    assign Out = Oper[1] ? r_shift8 : l_shift8;
endmodule
module alu (InA, InB, Cin, Oper, invA, invB, sign, Out, Zero, Ofl);
    parameter OPERAND_WIDTH = 16;    
    parameter NUM_OPERATIONS = 4;
    input  [OPERAND_WIDTH -1:0] InA ;  
    input  [OPERAND_WIDTH -1:0] InB ;  
    input                       Cin ;  
    input  [NUM_OPERATIONS-1:0] Oper;  
    input                       invA;  
    input                       invB;  
    input                       sign;  
    output [OPERAND_WIDTH -1:0] Out ;  
    output                      Ofl ;  
    output                      Zero;  
    wire [15:0] InAA; 
    wire [15:0] InBB;
    assign InAA = invA ? ~InA : InA;     
    assign InBB = invB ? ~InB : InB;     
    wire [15:0] InAA_reversed;
    assign InAA_reversed = {InAA[0], InAA[1], InAA[2], InAA[3], InAA[4], InAA[5], InAA[6], InAA[7],
	InAA[8], InAA[9], InAA[10], InAA[11], InAA[12], InAA[13], InAA[14], InAA[15] };
    wire [15:0] shifter_out;
    wire [15:0] cla_16b_out;
    wire c_out;
    shifter shifter(.In(InAA), .ShAmt(InBB[3:0]), .Oper(Oper[1:0]), .Out(shifter_out));
    cla_16b cla_16b(.sum(cla_16b_out), .c_out(c_out), .a(InAA), .b(InBB), .c_in(Cin));
    wire Ofl_signed;
    wire Ofl_unsigned;
    assign Ofl_signed = ( (sign == 1'b1) & ( (InAA[15] == InBB[15]) & (InAA[15] != cla_16b_out[15]) ) );     
    assign Ofl_unsigned = ( (c_out == 1'b1) & (sign == 1'b0) );
    assign Ofl = Ofl_signed | Ofl_unsigned;
    assign Zero = ~(|Out);
    wire SEQ, SLT, SLE, SCO;
    assign Out = 
        (Oper[3:2] == 2'b00  ) ? shifter_out    :
        (Oper      == 4'b0100) ? cla_16b_out    :
        (Oper      == 4'b0101) ? InAA & InBB    :
        (Oper      == 4'b0110) ? InAA | InBB    :
        (Oper      == 4'b0111) ? InAA ^ InBB    : 
        (Oper      == 4'b1000) ? InAA_reversed  :
        (Oper      == 4'b1001) ? SEQ            :
        (Oper      == 4'b1010) ? SLT            :
        (Oper      == 4'b1011) ? SLE            :
        (Oper      == 4'b1100) ? SCO            :
        (Oper      == 4'b1101) ? InBB           :
        (Oper      == 4'b1110) ? (InAA << 8) | InBB :  
                                 InAA;
    assign SEQ = ~|cla_16b_out;                      
    wire Ofl_SLT;   
    assign Ofl_SLT = ( (InAA[15] == InBB[15]) & (InAA[15] != cla_16b_out[15]) );
    assign SLT = cla_16b_out[15] ^ Ofl_SLT;      
    assign SLE = SEQ | SLT;
    assign SCO = c_out;
endmodule
module execute (ALU_Out, PCSrc, memWriteData, ALU_Zero, ALU_Ofl,
               instruction, read1Data, read2Data, 
               ALUSrc, ALU_Cin, ALUOp, ALU_invA, ALU_invB,
               ALU_sign, extend_output, Branch, Jump,
               reg_to_pc, pcAdd2, branch_jump_pc,
                 forwardA, forwardB,
                 RegisterRd_IDEX, RegisterRs_IFID,   
               ALU_Out_EXMEM, writeback_data
               );
   output [15:0] branch_jump_pc;
   output [15:0] ALU_Out;
   output [15:0] memWriteData;
   output PCSrc;
   output ALU_Zero;                  
   output ALU_Ofl;                   
   input [15:0] instruction;
   input reg_to_pc;
   input [15:0] pcAdd2;
   input [15:0] read1Data;
   input [15:0] read2Data;
   input ALUSrc;
   input ALU_Cin;
   input [3:0] ALUOp;
   input ALU_invA, ALU_invB;
   input ALU_sign;
   input [15:0] extend_output;       
   input Branch;
   input Jump;
   input [1:0] forwardA, forwardB;
   input [2:0] RegisterRd_IDEX;
   input [2:0] RegisterRs_IFID;
   input [15:0] ALU_Out_EXMEM;
   input [15:0] writeback_data;
   wire [15:0] InB_forward_noImm;
   wire [15:0] pcAdd2_add_extend_output;
   assign branch_jump_pc = reg_to_pc ? ALU_Out : pcAdd2_add_extend_output;
   cla_16b PC_addr_adder2(.sum(pcAdd2_add_extend_output), .c_out(), .a(pcAdd2), .b(extend_output), .c_in(1'b0));
   wire Branch_AND;
   reg Branch_condition;
   assign PCSrc = ( Branch_AND | Jump );
   assign Branch_AND = Branch & Branch_condition;
   always @(*) begin
      case(instruction[15:11])
         5'b01100 : begin  
            Branch_condition = ~|ALU_Out;     
         end
         5'b01101 : begin  
            Branch_condition = |ALU_Out;      
         end
         5'b01110 : begin  
            Branch_condition = ALU_Out[15];   
         end
         5'b01111 : begin  
            Branch_condition = ~ALU_Out[15];   
         end
         default : begin
            Branch_condition = 1'b0;
         end
      endcase
   end
   wire [15:0] InA_forward, InB_forward;
   wire [15:0] InA_forward_temp;
   assign InA_forward = (forwardA == 2'b10) ? ALU_Out_EXMEM :   
                        (forwardA == 2'b01) ? writeback_data :  
                        read1Data;
   assign InB_forward = ALUSrc ? extend_output :
                        (forwardB == 2'b10) ? ALU_Out_EXMEM :   
                        (forwardB == 2'b01) ? writeback_data :  
                        read2Data;
   alu alu(.InA(InA_forward), .InB(InB_forward), .Cin(ALU_Cin), 
   .Oper(ALUOp), .invA(ALU_invA), .invB(ALU_invB), .sign(ALU_sign),
   .Out(ALU_Out), .Zero(ALU_Zero), .Ofl(ALU_Ofl));
   assign InB_forward_noImm = (forwardB == 2'b10) ? ALU_Out_EXMEM :   
                              (forwardB == 2'b01) ? writeback_data :  
                              read2Data;
   assign memWriteData = InB_forward_noImm;
endmodule
### ./run.sh
#!/bin/bash
# OpenROAD 26Q1-2900-gdf79404cd8, Yosys 0.63+post, stock flow scripts
make -C /OpenROAD-flow-scripts/flow DESIGN_CONFIG=/design/flow/config.mk WORK_HOME=/design/flow/orfs finish
==> summary.txt <==
flow finished, numbers: Comb power frac 100.0%, number of instances in the synthesized netlist 988, Worst EP arrival 13.16 ns, average wire per standard cell 21.4 um, post-synthesis chip area from yosys 0.00700 mm2, pwr/cell area 38.5 mW/mm2, final slew viol count 0, overall routed net length 30900 um, critical path's top delay family AND-OR/OR-AND gates, Setup crit start kind primary input, buffers inserted during post-CTS setup optimization 0, width of the chip 155 um, kind of end point of the critical path primary output, Die Y 155 um, standard-cell row count 55, Max Fanout on Critical Path 31, period utilisation layout 75.1%, power spent charging and discharging nets 0.198 mW, Die Footprint 0.0240 mm2, GRT overflow 0, Setup Crit Path Kind in -> out, post-detailed-route DRC marker count 0, number of unique standard cell types used by synthesis 86, Util after Layout 39.7%, max incr delay on CP 0.66 ns, cell type of the slowest stage on the worst timing path sky130_fd_sc_hd__or4b_2, worst min-delay path class in -> out, number of gates given a new drive strength after cts 0, CP Data Required Time 19.12 ns, vias per cell 5.70, count of filler cells inserted in the layout 2370, run status complete, no violations, RSZ-0062 raised after global routing false, number of buffers inserted by port buffering 168, placeable core region 0.0228 mm2, GRT Overall Usage 25.7%, final critical-path required period 17.94 ns, Max IR drop VDD 0.0164 mV, leakage component of the power 3.89 nW, count of antenna diodes in the layout 0, total number of vias 8245, count of pins on the block boundary 185, sequential fraction of the synthesis area 0%, Initial Util 30.7%, maximum clock rate 0.0557 GHz, routability congestion estimate 1.03, number of hold violations in the final report 0, Int Pwr 0.151 mW, proportion of layout cells with a drive suffix above 1 6.97%, total area of sequential cells 0 um2, number of buffers added to fix hold violations after cts 0, initial antenna violation count 0, Max Cap Viol 0, synth-to-layout area growth 29.3%, post-detailed-placement half-perimeter wirelength 24500 um, post-synth design cell area 0.00700 mm2, first-pass GRT wire length 46700 um, sequential fraction of design power 0%, warning total across the stage logs 82, largest net degree at the start of global routing 48, Synthesis Warnings 1, number of standard cells reported by yosys 988, final sum of negative setup slack 0 ns, actual slew at the worst max-slew pin 0.806 ns, post-route antenna net violation count 0, share of total power in the clock network 0%, count of TritonRoute iterations in the first routing pass 5, flip-flops 0, normalized max-slew margin 46.0%, switching share of total power 56.8%, average footprint of a synthesized cell 7.09 um2, DRT iter0 DRCs 688, number of clock-tree buffers in the layout 0, number of global-route vias before repair 7795, final-report setup violation count 0, CP bufs+invs 5
cells by family (layout without fill, tap and decap cells):
group / after synthesis / in the layout / synth area share [%]
adder cells (fa/ha/maj): 69 / 69 / 13.2
AND-OR/OR-AND: 303 / 303 / 30.1
XOR/XNOR: 54 / 54 / 6.75
buffers and inverters: 148 / 293 / 8.86
AND/OR/NAND/NOR: 251 / 251 / 17.5
multiplexers: 163 / 163 / 23.6
path summary, 6_finish.rpt:
kind | startpoint | endpoint | cells after the start
worst max-delay path | forwardB[1] | PCSrc | 26
worst min-delay path | read2Data[5] | memWriteData[5] | 4
Yosys cell counts, drive strengths merged, types with 4 or more instances:
library cell	instances	area share (%)
mux2i	149	21
inv	84	4.5
nor2	83	4.5
a21oi	70	5.0
nand2	70	3.8
ha	60	11
o21ai	54	3.9
clkbuf	32	1.7
xnor2	32	4.0
buf	27	2.4
xor2	22	2.8
o211ai	21	2.3
o22ai	19	1.7
a211oi	16	1.9
nor3	15	1.1
mux2	14	2.3
a31oi	12	1.1
nand2b	11	0.98
nand3	11	0.79
nor4	11	1.1
o221ai	11	1.4
a2111oi	10	1.6
a22oi	9	0.96
nor2b	9	0.80
fa	8	2.3
a211o	7	0.88
and2	6	0.54
or3b	6	0.79
clkinv	5	0.27
o21bai	5	0.54
o221a	5	0.80
o31ai	5	0.54
or4	5	0.59
a21o	4	0.43
a221o	4	0.57
a221oi	4	0.50
a32oi	4	0.50
and3	4	0.36
and3b	4	0.50
nor3b	4	0.43
o22a	4	0.50
o41ai	4	0.50
layer usage:
layer  track usage [%]  share of wire, %  vias up
li1                  -                 -     3980
met1              35.8                43     3798
met2              39.7                44      410
met3              4.20               8.4       57
met4              10.1               4.5        0
met5                 0                 0        -
worst min-delay path, cell delays in order:
cell                              delay [ns]
sky130_fd_sc_hd__clkdlybuf4s50_1        0.40
sky130_fd_sc_hd__nand2_1                0.06
sky130_fd_sc_hd__nand2_1                0.07
sky130_fd_sc_hd__clkdlybuf4s50_1        0.41
per-stage QoR:
| step | std cells | total power [mW] | hold WS, ns | worst slack [ns] | area, um2 |
|---|---|---|---|---|---|
| 2_1_floorplan | 988 | 0.209 | 9.61 | 8.69 | 7000 |
| 6_report | 1446 | 0.349 | 10.49 | 5.96 | 9050 |
| 4_1_cts | 1446 | 0.344 | 10.49 | 5.95 | 9050 |
| 3_5_place_dp | 1446 | 0.342 | 10.48 | 6.00 | 9050 |
| 3_3_place_gp | 1446 | 0.343 | 10.50 | 6.06 | 9050 |
| 5_1_grt | 1446 | 0.377 | 10.55 | 5.38 | 9050 |
cell type report:
class / count / area (um2) / area share [%]
timing repair buffer: 204 / 1950 / 21.5
multi-input combinational: 840 / 6380 / 70.5
tap: 313 / 392 / 4.33
inverter: 89 / 334 / 3.69
cell usage in the layout (no fill, tap or decap), types with 11 or more instances in the layout:
master                            instances
sky130_fd_sc_hd__a211oi_1                14
sky130_fd_sc_hd__a21oi_1                 70
sky130_fd_sc_hd__a31oi_1                 12
sky130_fd_sc_hd__buf_4                   36
sky130_fd_sc_hd__clkdlybuf4s50_1        167
sky130_fd_sc_hd__ha_1                    60
sky130_fd_sc_hd__inv_1                   82
sky130_fd_sc_hd__mux2_2                  14
sky130_fd_sc_hd__mux2i_1                149
sky130_fd_sc_hd__nand2_1                 70
sky130_fd_sc_hd__nand2b_1                11
sky130_fd_sc_hd__nand3_1                 11
sky130_fd_sc_hd__nor2_1                  82
sky130_fd_sc_hd__nor3_1                  15
sky130_fd_sc_hd__o211ai_1                20
sky130_fd_sc_hd__o21ai_0                 53
sky130_fd_sc_hd__o221ai_1                11
sky130_fd_sc_hd__o22ai_1                 19
sky130_fd_sc_hd__xnor2_1                 32
sky130_fd_sc_hd__xor2_1                  22
power groups by stage:
| stage | logic, mW | registers, mW | clock network [mW] |
|---|---|---|---|
| CTS | 0.344 | 0 | 0 |
| global route | 0.377 | 0 | 0 |
| finish | 0.349 | 0 | 0 |
No activity file was given, so power comes from the tool's default toggle rates.
